==> ./design.v <==
module adder(a, b, ctrl, res, cout);
    input [31:0] a, b;
    input [3:0] ctrl;  
    output [31:0] res;
    output cout;
    wire [31:0] b_not, b_int;
    wire carry_int;
    not_32 not_map(.a(b), .z(b_not));
    mux16to1_32 mux_map1(.src0(b), 
                           .src1(b),
                           .src2(b),
                           .src3(b),
                           .src4(b),
                           .src5(b_not),
                           .src6(b),
                           .src7(b),
                           .src8(b),
                           .src9(b),
                           .src10(b),
                           .src11(b),
                           .src12(b_not),
                           .src13(b_not),
                           .src14(b_not),
                           .src15(b_not),
                           .sel(ctrl[3:0]), 
                           .z(b_int));
        mux16to1 #(1) mux_map2(.src0(1'b0), 
                           .src1(1'b0),
                           .src2(1'b0),
                           .src3(1'b0),
                           .src4(1'b0),
                           .src5(1'b1),
                           .src6(1'b0),
                           .src7(1'b0),
                           .src8(1'b0),
                           .src9(1'b0),
                           .src10(1'b0),
                           .src11(1'b0),
                           .src12(1'b1),
                           .src13(1'b1),
                           .src14(1'b1),
                           .src15(1'b1),
                           .sel(ctrl[3:0]), 
                           .z(carry_int));
    fa_nbit fa_map(.A(a), .B(b_int), .cin(carry_int), .sum(res), .cout(cout));
endmodule  
module fa(a, b, cin, sum, cout);
    input a, b, cin;
    output sum, cout;
    assign sum = a ^ b ^ cin;
    assign cout = (a&b)^(cin&(a^b));
endmodule  
module fa_nbit(A, B, cin, sum, cout);  
    parameter WIDTH=32;
    input [0:(WIDTH-1)] A, B;
    input cin;
    output [0:(WIDTH-1)] sum;
    output cout;
    wire [0:(WIDTH)] carry;
    genvar i;
    generate
        for (i=0; i<WIDTH; i=i+1) begin: FA_NBIT
            fa FA (
                .a(A[i]),
                .b(B[i]),
                .cin(carry[i+1]),
                .sum(sum[i]),
                .cout(carry[i]));
        end
    endgenerate
    assign cout = carry[0];
    assign carry[WIDTH] = cin;
endmodule  
module and_gate (a, b, z);  
    input a, b;
    output z;
    assign z = a & b;
endmodule  
module and_32 (a, b, z);  
    input [31:0] a, b;
    output [31:0] z;
    genvar i;
    generate
        for(i=0; i<32; i=i+1)
	begin : anding
            and_gate AND(a[i], b[i], z[i]);
        end
    endgenerate
endmodule  
module or_gate (a, b, z);  
input a, b;
output z;
assign z = a | b;
endmodule  
module or32to1 (a, z);  
    input [31:0] a;
    output z;
    wire [15:0] nor16;
    wire [7:0] nor8;
    wire [3:0] nor4;
    wire [1:0] nor2;
    wire or_res;
    genvar i;
    generate
        for (i = 0; i < 16; i = i+1) begin : LOOP16
            or_gate NOR16(a[i], a[31-i], nor16[i]);
        end
    endgenerate
    generate
        for (i = 0; i < 8; i = i+1) begin : LOOP8
            or_gate NOR8(nor16[i], nor16[15-i], nor8[i]);
        end
    endgenerate
    generate
        for (i = 0; i < 4; i = i+1) begin : LOOP4
            or_gate NOR4(nor8[i], nor8[7-i], nor4[i]);
        end
    endgenerate
    generate
        for (i = 0; i < 2; i = i+1) begin : LOOP2
            or_gate NOR2(nor4[i], nor4[3-i], nor2[i]);
        end
    endgenerate
    or_gate NOR1(nor2[0], nor2[1], z);
endmodule  
module or_32 (a, b, z);  
    input [31:0] a, b;
    output [31:0] z;
    genvar i;
    generate
        for(i=0; i<32; i=i+1)
	begin : oring
            or_gate OR(a[i], b[i], z[i]);
        end
    endgenerate
endmodule  
module xor_gate (a, b, z);  
input a, b;
output z;
assign z = a ^ b;
endmodule  
module xor_32 (a, b, z);  
    input [31:0] a, b;
    output [31:0] z;
    genvar i;
    generate
        for(i=0; i<32; i=i+1)
	begin : xoring
            xor_gate XOR (a[i], b[i], z[i]);
        end
    endgenerate
endmodule  
module not_gate (a, z);  
input a;
output z;
assign z = ~a;
endmodule  
module not_32 (a, z);  
input [31:0] a;
output [31:0] z;
genvar i;
    generate
        for(i=0; i<32; i=i+1)
	begin : knotting
            not_gate NOT1(a[i], z[i]);
        end
    endgenerate
endmodule  
module nand_gate (a, b, z);  
input a, b;
output z;
assign z = !(a && b);
endmodule  
module nor_gate (a, b, z);  
input a, b;
output z;
assign z = ~(a || b);
endmodule  
module nor32to1 (a, z);  
    input [31:0] a;
    output z;
    wire [15:0] nor16;
    wire [7:0] nor8;
    wire [3:0] nor4;
    wire [1:0] nor2;
    wire or_res;
    genvar i;
    generate
        for (i = 0; i < 16; i = i+1) begin : LOOP16
            or_gate NOR16(a[i], a[31-i], nor16[i]);
        end
    endgenerate
    generate
        for (i = 0; i < 8; i = i+1) begin : LOOP8
            or_gate NOR8(nor16[i], nor16[15-i], nor8[i]);
        end
    endgenerate
    generate
        for (i = 0; i < 4; i = i+1) begin : LOOP4
            or_gate NOR4(nor8[i], nor8[7-i], nor4[i]);
        end
    endgenerate
    generate
        for (i = 0; i < 2; i = i+1) begin : LOOP2
            or_gate NOR2(nor4[i], nor4[3-i], nor2[i]);
        end
    endgenerate
    or_gate NOR1(nor2[0], nor2[1], or_res);
    not_gate NOT1(or_res, z);
endmodule  
module mux2to1 (src0, src1, sel, z);  
    parameter N_BITS = 1;
    input [N_BITS-1:0] src0, src1;
    input sel;
    output [N_BITS-1:0] z;
    assign z = (sel) ? src1 : src0;
endmodule  
module mux2to1_32 (src0, src1, sel, z);  
     input [31:0] src0, src1;
     input sel;
     output [31:0] z;
     mux2to1 #(32) MUX0 (.src0(src0), .src1(src1), .sel(sel), .z(z));
endmodule  
module mux4to1 (src0, src1, src2, src3, sel, z);  
    parameter N_BITS = 32;
    input [N_BITS-1:0] src0, src1, src2, src3;
    input [1:0] sel;
    output [N_BITS-1:0] z;
    wire [N_BITS-1:0] z, z1, z2;
    mux2to1 #(N_BITS) M1(src0, src1, sel[0], z1);
    mux2to1 #(N_BITS) M2(src2, src3, sel[0], z2);
    mux2to1 #(N_BITS) M3(z1, z2, sel[1], z);
endmodule  
module mux8to1 (src0, src1, src2, src3, src4, src5, src6, src7, sel, z);  
    parameter N_BITS = 32;
    input [N_BITS-1:0] src0, src1, src2, src3, src4, src5, src6, src7;
    input [2:0] sel;
    output [N_BITS-1:0] z;
    wire [N_BITS-1:0] z, z1, z2;
    mux4to1 #(N_BITS) M1(src0, src1, src2, src3, sel[1:0], z1);
    mux4to1 #(N_BITS) M2(src4, src5, src6, src7, sel[1:0], z2);
    mux2to1 #(N_BITS) M3(z1, z2, sel[2], z);
endmodule  
module mux16to1 (src0, src1, src2, src3,
                 src4, src5, src6, src7,
                 src8, src9, src10, src11,
                 src12, src13, src14, src15,
                 sel, z);  
    parameter N_BITS = 32;
    input [N_BITS-1:0] src0, src1, src2, src3,
                       src4, src5, src6, src7,
                       src8, src9, src10, src11,
                       src12, src13, src14, src15;
    input [3:0] sel;
    output [N_BITS-1:0] z;
    wire [N_BITS-1:0] z, z1, z2, z3, z4;
    mux4to1 #(N_BITS) M1 (src0, src1, src2, src3, sel[1:0], z1);
    mux4to1 #(N_BITS) M2 (src4, src5, src6, src7, sel[1:0], z2);
    mux4to1 #(N_BITS) M3 (src8, src9, src10, src11, sel[1:0], z3);
    mux4to1 #(N_BITS) M4 (src12, src13, src14, src15, sel[1:0], z4);
    mux4to1 #(N_BITS) M5 (z1, z2, z3, z4, sel[3:2], z);
endmodule  
module mux16to1_32 (src0, src1, src2, src3,
                 src4, src5, src6, src7,
                 src8, src9, src10, src11,
                 src12, src13, src14, src15,
                 sel, z);  
     input [31:0] src0, src1, src2, src3,
                       src4, src5, src6, src7,
                       src8, src9, src10, src11,
                       src12, src13, src14, src15;
    input [3:0] sel;
    output [31:0] z;
    mux16to1 #(32) M1 (src0, src1, src2, src3,
                 src4, src5, src6, src7,
                 src8, src9, src10, src11,
                 src12, src13, src14, src15,
                 sel, z);
endmodule  
module mux32to1 (src0, src1, src2, src3, src4, src5, src6, src7,
                 src8, src9, src10, src11, src12, src13, src14, src15,
                 src16, src17, src18, src19, src20, src21, src22, src23,
                 src24, src25, src26, src27, src28, src29, src30, src31,
                 sel, z);  
    parameter N_BITS = 32;
    input [N_BITS-1:0] src0, src1, src2, src3, src4, src5, src6, src7,
                 src8, src9, src10, src11, src12, src13, src14, src15,
                 src16, src17, src18, src19, src20, src21, src22, src23,
                 src24, src25, src26, src27, src28, src29, src30, src31;
    input [4:0] sel;
    output [N_BITS-1:0] z;
    wire [N_BITS-1:0] z, z1, z2;
    mux16to1 #(N_BITS) M1 (
        src0, src1, src2, src3, src4, src5, src6, src7,
        src8, src9, src10, src11, src12, src13, src14, src15,
        sel[3:0], z1
        );
    mux16to1 #(N_BITS) M2 (
        src16, src17, src18, src19, src20, src21, src22, src23,
        src24, src25, src26, src27, src28, src29, src30, src31,
        sel[3:0], z2);
    mux2to1 #(N_BITS) M3 (z1, z2, sel[4], z);
endmodule  
module mem(
    isZero, op0, branch, 
    jump, jr, 
    incPC, imm32, busA,
    reg31Val, nextPC, takeLeap);
    input [31:0] busA;                   
    input isZero;                        
    input op0;                           
    input branch, jump, jr;              
    input [31:0] incPC;                  
    input [31:0] imm32;                  
    output [31:0] reg31Val;              
    output [31:0] nextPC;                
    output takeLeap;
    wire brTrue, takeBr;
    wire [31:0] leapPC;
    xor_gate zfXOR (.a(isZero), .b(op0), .z(brTrue));         
    and_gate brAND (.a(brTrue), .b(branch), .z(takeBr));     
    adder addImm (.a(incPC), .b(imm32), .ctrl(4'b0000), .res(leapPC));                          
    or_gate jmpOR (.a(jump), .b(takeBr), .z(takeLeap));                                     
    mux2to1 #(32) jrRegValMux (.src0(leapPC), .src1(busA), .sel(jr), .z(nextPC));             
    adder add8 (.a(32'b0100), .b(incPC), .ctrl(4'b0000), .res(reg31Val));        
endmodule  
==> ./run.sh <==
#!/bin/bash
# OpenROAD 26Q1-2900-gdf79404cd8, Yosys 0.63+post, stock flow scripts
make -C /OpenROAD-flow-scripts/flow DESIGN_CONFIG=/design/flow/config.mk WORK_HOME=/design/flow/orfs finish
==> ./config.mk <==
export PLATFORM = sky130hd
export DESIGN_NAME = mem
export DESIGN_NICKNAME = mem
export VERILOG_FILES = /design/flow/design.v
export SDC_FILE = /design/flow/constraint.sdc
export NUM_CORES = 4
export LEC_CHECK = 1
export CORE_AREA = 10 10 118 118
export DIE_AREA = 0 0 128 128
==> ./constraint.sdc <==
current_design mem

set clk_period 24.2
set clk_io_pct 0.2

create_clock -name clk0 -period $clk_period

set non_clock_inputs [all_inputs -no_clocks]
set_input_delay [expr $clk_period * $clk_io_pct] -clock clk0 $non_clock_inputs
set_output_delay [expr $clk_period * $clk_io_pct] -clock clk0 [all_outputs]
==> ds_physical_params.txt <==
Summary of implementation characteristics

Parameter                              Value

Outcome
  Run status    finished clean

Routing
  DRC marker count from the first detailed-route iteration    10
  DRC viols    0
  Drt first pass iters    2
  DR WL/cell    15.27 um
  Final antenna-violating net count    0
  Total wire length    6290 um
  Count of inserted antenna diode cells    0
  Routed via count divided by cell count    3.570
  Vias after detailed routing    1,471

STA
  Final worst setup slack    1.472 ns
  RSZ-0062 raised after global routing    false
  Max-slew violation count    0
  Slew Limit Headroom    0.6032
  Clock period minus worst slack    22.73 ns
  Final total negative setup slack    0 ns
  Crit share post-route    0.9392
  Fmax    44.00 MHz
  Worst Tran Pin Value    0.5951 ns
  Number of failing hold endpoints at the final stage    0
  Final setup violation count    0

Critical path
  Data arrival time at the worst-slack endpoint    17.89 ns
  Family of cells with the greatest summed delay on the critical path    adder cells
  Crit path max fanout    2
  Type of element capturing the critical path    output port
  Cell mode on critical path    fa_1
  Launching element type of the critical path    input port
  Worst path bufs/invs    4
  Start-to-end type of the worst setup path    in2out
  Worst path slowest cell    clkdlybuf4s50_1
  Worst stage delay on the critical path    0.48 ns
  Worst endpoint required time    19.36 ns

Placed design
  Placement-stage worst setup slack    1.412 ns
  Buffers on Ports    166
  Number of cells in the design after placement    412
  Sum of net half-perimeters after detailed placement    5976 um
  Post-DP Area    0.003334 sq mm
  GP Congestion    0.7690

Logic synthesis
  Dominant cells by area after synthesis    fa_1, mux2_4, ha_1, buf_4, buf_12
  Fraction of the yosys area taken by sequential cells    0
  Post-Synthesis Mean Instance Area    13.07 sq um
  Cell variety after synth    14
  Synthesized instance count    138
  Share of the synthesized area in the top cell type    0.3331
  Number of cells in the yosys synthesis report    138
  Post-synthesis cell type with the largest combined area    fa_1
  YS chip area    0.001803 sq mm
  Combined area of all synthesized cells    0.001803 sq mm
  Yosys Warn Count    0

Worst hold path
  Destination of the worst hold path    reg31Val[0]
  Hold Crit Class    in2out
  Start point of the worst hold path    incPC[0]
  Number of cells on the worst hold path    2

CTS
  Hold-fix buffers at CTS    0
  Cell resize tally after clock tree synthesis    0
  Count of buffers added by post-CTS timing repair for setup    0

Cells and area
  Count of clock buffers in the final design    0
  Area of all sequential standard cells    0 sq um
  Final cell count without fillers    412
  Sequential cell count    0
  Commonest cells after routing, fill and taps aside    clkdlybuf4s50_1, fa_1, ha_1
  Area delta synth->final    84.94%
  Most common logic cell in the routed design    clkdlybuf4s50_1
  Fraction of final layout cells with drive strength greater than 1    0.1190
  Total non-filler cell area in the finished layout    0.003334 sq mm

Run
  # Max-Cap Violations    0
  Tool warnings    32

Global routing
  Global-route total usage across every layer    0.07221
  Via count of the first global-routing pass    1,801
  GRT Residual Overflow    0
  Global-route wire length before repair    9570 um
  Number of antenna violations at the first check in global routing    0
  Pin count of the biggest net entering global routing    34

Power and ir drop
  Power density over the cells    20.33 mW/mm^2
  Pleak    1.441 nW
  Peak supply drop    0.008070 mV

Floorplanning
  Chip Area    0.01638 sq mm
  Area of the core region    0.01142 sq mm
  Die Y    128 um
  Total number of placement rows    39
  Number of ports placed on the die boundary    166
  Chip width    128 um
  Starting density of the core    0.1579
-- synthesized netlist by cell type --
cell type / count
buf_12: 3
xnor3_1: 1
buf_6: 1
mux2_4: 27
nand2_1: 1
a21o_1: 1
fa_1: 30
xor2_1: 2
mux2i_1: 1
ha_1: 29
buf_4: 32
inv_1: 6
mux2_2: 3
o21ai_1: 1
-- through the flow --
step,total power [W],hold slack [ns],util
6_report,0.00006779,10.51,0.2920
4_1_cts,0.00007042,10.52,0.2920
5_1_grt,0.00007573,10.52,0.2920
3_3_place_gp,0.00006985,10.52,0.2920
3_5_place_dp,0.00007005,10.52,0.2920
2_1_floorplan,0.00002661,9.721,-
-- cell families (layout without fill, tap and decap cells) --
group / after synthesis / count (layout) / share of synthesized area
AOI/OAI and AO/OA: 2 / 2 / 0.006939
muxes: 31 / 31 / 0.2491
xor gates and xnor gates: 3 / 3 / 0.02221
buffers and inverters: 42 / 173 / 0.1853
and+or+nand+nor: 1 / 1 / 0.002080
adders and majority gates: 59 / 59 / 0.5344
-- power by group --
part,total [W],internal [W],switching (W)
registers,0,0,0
logic,0.0000678,0.0000501,0.0000176
clock network,0,0,0
-- cell type report --
cell class | instances | area [sq um]
inverters | 6 | 22.52
repair buffers | 167 | 1664
multi-input cells | 96 | 1469
fillers | 1195 | 8084
well taps | 143 | 178.9
-- layer usage --
layer  track usage  up-vias  share of wire
li1              -      699              -
met1       0.08445      673           0.38
met2        0.1230       99           0.47
met3       0.03735        0           0.15
met4             0        0              0
met5             0        -              0
-- how the worst max path moves through the flow --
stage | start | depth (start not counted) | slack [ns] | endpoint
5_1_grt | incPC[0] | 37 | 0.96 | nextPC[31]
4_1_cts | incPC[0] | 37 | 1.37 | nextPC[31]
6_report | incPC[0] | 37 | 1.47 | nextPC[31]
No activity file was given, so power comes from the tool's default toggle rates.
