==> design.v <==
module and_gate (a, b, z);  
    input a, b;
    output z;
    assign z = a & b;
endmodule  
module and_32 (a, b, z);  
    input [31:0] a, b;
    output [31:0] z;
    genvar i;
    generate
        for(i=0; i<32; i=i+1)
	begin : anding
            and_gate AND(a[i], b[i], z[i]);
        end
    endgenerate
endmodule  
module or_gate (a, b, z);  
input a, b;
output z;
assign z = a | b;
endmodule  
module or32to1 (a, z);  
    input [31:0] a;
    output z;
    wire [15:0] nor16;
    wire [7:0] nor8;
    wire [3:0] nor4;
    wire [1:0] nor2;
    wire or_res;
    genvar i;
    generate
        for (i = 0; i < 16; i = i+1) begin : LOOP16
            or_gate NOR16(a[i], a[31-i], nor16[i]);
        end
    endgenerate
    generate
        for (i = 0; i < 8; i = i+1) begin : LOOP8
            or_gate NOR8(nor16[i], nor16[15-i], nor8[i]);
        end
    endgenerate
    generate
        for (i = 0; i < 4; i = i+1) begin : LOOP4
            or_gate NOR4(nor8[i], nor8[7-i], nor4[i]);
        end
    endgenerate
    generate
        for (i = 0; i < 2; i = i+1) begin : LOOP2
            or_gate NOR2(nor4[i], nor4[3-i], nor2[i]);
        end
    endgenerate
    or_gate NOR1(nor2[0], nor2[1], z);
endmodule  
module or_32 (a, b, z);  
    input [31:0] a, b;
    output [31:0] z;
    genvar i;
    generate
        for(i=0; i<32; i=i+1)
	begin : oring
            or_gate OR(a[i], b[i], z[i]);
        end
    endgenerate
endmodule  
module xor_gate (a, b, z);  
input a, b;
output z;
assign z = a ^ b;
endmodule  
module xor_32 (a, b, z);  
    input [31:0] a, b;
    output [31:0] z;
    genvar i;
    generate
        for(i=0; i<32; i=i+1)
	begin : xoring
            xor_gate XOR (a[i], b[i], z[i]);
        end
    endgenerate
endmodule  
module not_gate (a, z);  
input a;
output z;
assign z = ~a;
endmodule  
module not_32 (a, z);  
input [31:0] a;
output [31:0] z;
genvar i;
    generate
        for(i=0; i<32; i=i+1)
	begin : knotting
            not_gate NOT1(a[i], z[i]);
        end
    endgenerate
endmodule  
module nand_gate (a, b, z);  
input a, b;
output z;
assign z = !(a && b);
endmodule  
module nor_gate (a, b, z);  
input a, b;
output z;
assign z = ~(a || b);
endmodule  
module nor32to1 (a, z);  
    input [31:0] a;
    output z;
    wire [15:0] nor16;
    wire [7:0] nor8;
    wire [3:0] nor4;
    wire [1:0] nor2;
    wire or_res;
    genvar i;
    generate
        for (i = 0; i < 16; i = i+1) begin : LOOP16
            or_gate NOR16(a[i], a[31-i], nor16[i]);
        end
    endgenerate
    generate
        for (i = 0; i < 8; i = i+1) begin : LOOP8
            or_gate NOR8(nor16[i], nor16[15-i], nor8[i]);
        end
    endgenerate
    generate
        for (i = 0; i < 4; i = i+1) begin : LOOP4
            or_gate NOR4(nor8[i], nor8[7-i], nor4[i]);
        end
    endgenerate
    generate
        for (i = 0; i < 2; i = i+1) begin : LOOP2
            or_gate NOR2(nor4[i], nor4[3-i], nor2[i]);
        end
    endgenerate
    or_gate NOR1(nor2[0], nor2[1], or_res);
    not_gate NOT1(or_res, z);
endmodule  
module mux2to1 (src0, src1, sel, z);  
    parameter N_BITS = 1;
    input [N_BITS-1:0] src0, src1;
    input sel;
    output [N_BITS-1:0] z;
    assign z = (sel) ? src1 : src0;
endmodule  
module mux2to1_32 (src0, src1, sel, z);  
     input [31:0] src0, src1;
     input sel;
     output [31:0] z;
     mux2to1 #(32) MUX0 (.src0(src0), .src1(src1), .sel(sel), .z(z));
endmodule  
module mux4to1 (src0, src1, src2, src3, sel, z);  
    parameter N_BITS = 32;
    input [N_BITS-1:0] src0, src1, src2, src3;
    input [1:0] sel;
    output [N_BITS-1:0] z;
    wire [N_BITS-1:0] z, z1, z2;
    mux2to1 #(N_BITS) M1(src0, src1, sel[0], z1);
    mux2to1 #(N_BITS) M2(src2, src3, sel[0], z2);
    mux2to1 #(N_BITS) M3(z1, z2, sel[1], z);
endmodule  
module mux8to1 (src0, src1, src2, src3, src4, src5, src6, src7, sel, z);  
    parameter N_BITS = 32;
    input [N_BITS-1:0] src0, src1, src2, src3, src4, src5, src6, src7;
    input [2:0] sel;
    output [N_BITS-1:0] z;
    wire [N_BITS-1:0] z, z1, z2;
    mux4to1 #(N_BITS) M1(src0, src1, src2, src3, sel[1:0], z1);
    mux4to1 #(N_BITS) M2(src4, src5, src6, src7, sel[1:0], z2);
    mux2to1 #(N_BITS) M3(z1, z2, sel[2], z);
endmodule  
module mux16to1 (src0, src1, src2, src3,
                 src4, src5, src6, src7,
                 src8, src9, src10, src11,
                 src12, src13, src14, src15,
                 sel, z);  
    parameter N_BITS = 32;
    input [N_BITS-1:0] src0, src1, src2, src3,
                       src4, src5, src6, src7,
                       src8, src9, src10, src11,
                       src12, src13, src14, src15;
    input [3:0] sel;
    output [N_BITS-1:0] z;
    wire [N_BITS-1:0] z, z1, z2, z3, z4;
    mux4to1 #(N_BITS) M1 (src0, src1, src2, src3, sel[1:0], z1);
    mux4to1 #(N_BITS) M2 (src4, src5, src6, src7, sel[1:0], z2);
    mux4to1 #(N_BITS) M3 (src8, src9, src10, src11, sel[1:0], z3);
    mux4to1 #(N_BITS) M4 (src12, src13, src14, src15, sel[1:0], z4);
    mux4to1 #(N_BITS) M5 (z1, z2, z3, z4, sel[3:2], z);
endmodule  
module mux16to1_32 (src0, src1, src2, src3,
                 src4, src5, src6, src7,
                 src8, src9, src10, src11,
                 src12, src13, src14, src15,
                 sel, z);  
     input [31:0] src0, src1, src2, src3,
                       src4, src5, src6, src7,
                       src8, src9, src10, src11,
                       src12, src13, src14, src15;
    input [3:0] sel;
    output [31:0] z;
    mux16to1 #(32) M1 (src0, src1, src2, src3,
                 src4, src5, src6, src7,
                 src8, src9, src10, src11,
                 src12, src13, src14, src15,
                 sel, z);
endmodule  
module mux32to1 (src0, src1, src2, src3, src4, src5, src6, src7,
                 src8, src9, src10, src11, src12, src13, src14, src15,
                 src16, src17, src18, src19, src20, src21, src22, src23,
                 src24, src25, src26, src27, src28, src29, src30, src31,
                 sel, z);  
    parameter N_BITS = 32;
    input [N_BITS-1:0] src0, src1, src2, src3, src4, src5, src6, src7,
                 src8, src9, src10, src11, src12, src13, src14, src15,
                 src16, src17, src18, src19, src20, src21, src22, src23,
                 src24, src25, src26, src27, src28, src29, src30, src31;
    input [4:0] sel;
    output [N_BITS-1:0] z;
    wire [N_BITS-1:0] z, z1, z2;
    mux16to1 #(N_BITS) M1 (
        src0, src1, src2, src3, src4, src5, src6, src7,
        src8, src9, src10, src11, src12, src13, src14, src15,
        sel[3:0], z1
        );
    mux16to1 #(N_BITS) M2 (
        src16, src17, src18, src19, src20, src21, src22, src23,
        src24, src25, src26, src27, src28, src29, src30, src31,
        sel[3:0], z2);
    mux2to1 #(N_BITS) M3 (z1, z2, sel[4], z);
endmodule  
==> run.sh <==
#!/bin/bash
# OpenROAD 26Q1-2900-gdf79404cd8, Yosys 0.63+post, stock flow scripts
make -C /OpenROAD-flow-scripts/flow DESIGN_CONFIG=/design/flow/config.mk WORK_HOME=/design/flow/orfs finish
==> config.mk <==
export PLATFORM = sky130hd
export DESIGN_NAME = mux32to1
export DESIGN_NICKNAME = mux32to1
export VERILOG_FILES = /design/flow/design.v
export SDC_FILE = /design/flow/constraint.sdc
export NUM_CORES = 4
export LEC_CHECK = 1
export CORE_AREA = 10 10 408 408
export DIE_AREA = 0 0 418 418
==> constraint.sdc <==
current_design mux32to1

set clk_period 7.3
set clk_io_pct 0.2

create_clock -name clk0 -period $clk_period

set non_clock_inputs [all_inputs -no_clocks]
set_input_delay [expr $clk_period * $clk_io_pct] -clock clk0 $non_clock_inputs
set_output_delay [expr $clk_period * $clk_io_pct] -clock clk0 [all_outputs]
==> impl_metrics.json <==
{
  "grt_pass1_wl_um": 166000,
  "drtAntennaViolNets": 0,
  "nClkBuffers": 0,
  "antenna_found_initial": 71,
  "hold_start": "src14[20]",
  "place_area_sq_mm": 0.0220,
  "outcome": "finished clean",
  "area_delta_synth_final_pct": 146,
  "whs_path_depth": 6,
  "seq_area_sq_um": 0,
  "critPathLaunchType": "input port",
  "first_pass_iters": 6,
  "ys_chip_area_sq_mm": 0.00892,
  "drv_cap": 0,
  "post_cts_resized": 0,
  "drtIter0Drc": 1132,
  "final_cells": 4227,
  "ys_types": 19,
  "gr-usage-all-layers": 0.146,
  "cp.required_ps": 5840,
  "worst-setup-path-type": "input port to primary output",
  "yosys_cells": 1158,
  "core-area_sq_mm": 0.158,
  "min_to": "z[20]",
  "placed_cells": 4222,
  "port_buffers": 1061,
  "hpwl_um": 123000,
  "hold_class": "input port to primary output",
  "ff_count": 0,
  "drive_gt1_frac": 0.0321,
  "synthTopCellsByArea": "mux2i_1, a22oi_1, a22o_1",
  "rsz0062_at_grt": "no",
  "setup_violations": 0,
  "peakVddDrop_uv": 28.2,
  "crit_path_end_kind": "primary output",
  "vias": 14700,
  "period_needed_ps": 6550,
  "max_freq_ghz": 0.153,
  "top_area_frac": 0.575,
  "ys_seq_frac": 0,
  "post-cts-setup-buffers": 0,
  "die_x_um": 418,
  "fin_setup_tns_ps": 0,
  "synth_area_per_cell_sq_um": 7.70,
  "grt_max_degree": 73,
  "stdcell_area_sq_mm": 0.0220,
  "maxSlewViolCount": 0,
  "hold_viol": 0,
  "die-area_sq_mm": 0.175,
  "drc_errors": 0,
  "overflow": 0,
  "slew-limit-headroom": 0.382,
  "synthesis.area_sq_mm": 0.00892,
  "powerDensity_mw_per_mm2": 63.8,
  "die_h_um": 418,
  "vias_per_cell": 3.47,
  "cts_hold_buffers": 0,
  "first_global_vias": 15100,
  "critPathArrivalTime_ps": 5090,
  "synthCells": 1158,
  "place.gp.congestion": 1.04,
  "period_used_share": 0.897,
  "row_count": 146,
  "p_leak_nw": 8.51,
  "wl_per_cell_um": 31.8,
  "fp_util": 0.0565,
  "warnings": 32,
  "top_area_cell": "mux2i_1",
  "worstMarginPinSlew_ps": 928,
  "wl_um": 135000,
  "ios": 1061,
  "cp_max_fo": 49,
  "yosysWarnings": 0
}
==> synth_stat cells <==
cell type	instances
buf_2	39
a22oi_1	96
or2_1	1
clkbuf_1	32
nand2_1	97
and2_1	1
mux2i_1	512
nand2b_1	2
nor2_1	1
nor2b_1	2
a31oi_1	32
a22o_1	64
buf_6	23
buf_1	8
nand3_1	96
a21oi_1	96
buf_4	22
nor3_1	32
clkbuf_4	2
==> layout by cell type, fill, tap and decap left out <==
| cell type | n |
|---|---|
| buf_8 | 1 |
| a21oi_1 | 96 |
| nand2_2 | 1 |
| buf_12 | 11 |
| or2_2 | 1 |
| nand2b_2 | 2 |
| and2_4 | 1 |
| nor2b_4 | 2 |
| nor2_4 | 1 |
| clkdlybuf4s50_1 | 1060 |
| diode_2 | 5 |
| nor3_2 | 3 |
| mux2i_1 | 512 |
| a22o_1 | 64 |
| nand3_1 | 96 |
| buf_4 | 46 |
| a31oi_1 | 32 |
| a22oi_1 | 96 |
| nor3_1 | 29 |
| nand2_1 | 96 |
==> metal layers <==
layer,global-route usage,routed length [um],up-vias
met2,0.246,64500,854
met3,0.0427,10800,164
met4,0.0108,1770,62
met1,0.192,57200,7090
met5,0,394,-
li1,-,-,6499
==> per-stage QoR <==
step | total power, mW | worst slack (ps) | hold WS [ps] | utilization
final | 1.40 | 750 | 4090 | 0.139
after global routing | 1.48 | 688 | 4180 | 0.139
after CTS | 1.42 | 739 | 4100 | 0.139
after detailed placement | 1.42 | 754 | 4100 | 0.139
after global placement | 1.43 | 793 | 4100 | 0.139
after floorplan | 0.415 | 3320 | 3120 | -
==> where the power goes <==
| part | internal [mW] | switching, mW |
|---|---|---|
| combinational | 0.762 | 0.641 |
| sequential | 0 | 0 |
| clock | 0.0000000928 | 0 |
| total | 0.762 | 0.641 |
==> layout make-up <==
class	instances	area, sq um
antenna	5	12.5
timing repair buffer	1118	11200
fill	18000	136000
tap	2072	2590
multi-input combinational	1032	8180
==> how the worst max path moves through the flow <==
stage,start,to,slack [ps]
5_1_grt,sel[2],z[6],690
6_report,sel[2],z[6],750
4_1_cts,sel[2],z[24],740
==> worst max-delay path, stage by stage <==
cell and delay, ps:
clkdlybuf4s50_1 680, and2_4 690, buf_12 340, buf_4 270, a22o_1 140, nor3_1 40, a31oi_1 390, nand3_1 400
clkdlybuf4s50_1 540
==> logic make-up (layout without fill, tap and decap cells) <==
group,after synthesis,after routing,synth area share
muxes,512,512,0.575
other,0,5,0
buffers and inverters,126,1118,0.0880
AOI/OAI and AO/OA,288,288,0.220
and+or+nand+nor,232,232,0.117
Power and IR drop assume default switching activity.
